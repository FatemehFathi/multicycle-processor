[flow/config.mk]
export PLATFORM = sky130hd
export DESIGN_NAME = ACC
export DESIGN_NICKNAME = ACC
export VERILOG_FILES = /design/flow/design.v
export SDC_FILE = /design/flow/constraint.sdc
export NUM_CORES = 4
export LEC_CHECK = 1
export CORE_AREA = 10 10 72 72
export DIE_AREA = 0 0 82 82
[flow/constraint.sdc]
current_design ACC

set clk_period 1.0
set clk_io_pct 0.2

create_clock -name clk0 -period $clk_period [get_ports {clk}]

set non_clock_inputs [all_inputs -no_clocks]
set_input_delay [expr $clk_period * $clk_io_pct] -clock clk0 $non_clock_inputs
set_output_delay [expr $clk_period * $clk_io_pct] -clock clk0 [all_outputs]
[flow/design.v]
`timescale 1ns/1ns
module ACC(clk, rst, ACCwrite, dataIn, dataOut);
  input clk, rst, ACCwrite;
  input[15:0] dataIn;
  output reg[15:0] dataOut;
  always@(posedge clk, posedge rst) begin
    if(rst)
      dataOut <= 16'b0000000000000000;
    else if(ACCwrite)
      dataOut <= dataIn;
  end
endmodule
module acc_TB();
  reg clock, accWrite;
  reg[15:0] data_in;
  wire[15:0] data_out;
  ACC acc(clock, accWrite, data_in, data_out);
  initial begin
    #10 clock = 0;
    #30 clock = ~clock;
    accWrite = 1;
    data_in = 16'b0000000000000000;  
    #20 data_in = 16'b0001111100000000;
    #30 clock = ~clock;
    #30 clock = ~clock;
    data_in = 16'b0001111111111111;  
    #30 clock = ~clock;
    #30 clock = ~clock;
    accWrite = 0;
    data_in = 16'b1111111111111111;  
    #30 clock = ~clock;
    accWrite = 1;
    data_in = 16'b1111110000111111;  
  end
endmodule
[flow/run.sh]
#!/bin/bash
# OpenROAD 26Q1-2900-gdf79404cd8, Yosys 0.63+post, stock flow scripts
make -C /OpenROAD-flow-scripts/flow DESIGN_CONFIG=/design/flow/config.mk WORK_HOME=/design/flow/orfs finish
==> GITHUB_STEP_SUMMARY <==
### Flow metrics

| Metric | Value |
|---|---|
| Late-Pin Clk Latency | 0.24 ns |
| Ports | 35 |
| Dpl cells | 119 |
| Slew @ Worst Pin | 0.181 ns |
| Final Instance Count excl. Fillers | 129 |
| DRT Pass-1 Iters | 2 |
| IO Port Bufs | 34 |
| RSZ-0062 raised after global routing | true |
| Synth Area per Inst | 18.7 µm² |
| Total routed wirelength | 1.71 mm |
| Worst EP arrival | 1.10 ns |
| Final Cycle Share | 97.6% |
| Placed Area | 1080 µm² |
| Routed vias | 456 |
| Clock Pin Slew Worst Setup and Hold Paths | 0.06 ns |
| Diodes inserted | 0 |
| Largest area contributor in the netlist | dfrtp_1 |
| Max Used Layer | met3 |
| Vias per inst | 3.53 |
| Final Hold Violating Endpoints | 0 |
| Final clock skew | 0 ns |
| Drc violations | 0 |
| Cell area after layout | 1120 µm² |
| Total grt overflow | 0 |
| Min Hold Slack | 0.275 ns |
| Yosys chip area | 653 µm² |
| Max H-tree Level | 1 |
| Pleak | 0.535 nW |
| Multi-input logic area | 218 µm² |
| Outcome | completed |
| Fin. max-slew vios | 0 |
| Chip area | 6720 µm² |
| Overall routing resource usage | 5.16% |
| Largest registers | dataOut (16) |
| Warning count from the yosys run | 1 |
| Vias in the first global route | 530 |
| Netlist cell types | 6 |
| Max-area cell share | 61.3% |
| Setup crit end kind | register |
| Post-route ant nets | 0 |
| Worst min path class | in2async |
| Peak Freq | 1020 MHz |
| Area of the mapped netlist | 653 µm² |
| Power Density | 1440 nW/µm² |
| Switching share of power | 19.5% |
| Max-cap violation count | 0 |
| Sw Pwr | 0.000317 W |
| Met3 wire len | 210 µm |
| Clock Power Share | 34.2% |
| Top cells by area | dfrtp_1, mux2_4, mux2_2 |
| Synth flops | 16 |
| Sequential-to-total area share from yosys stat | 61.3% |
| Post-Synthesis Cells | 35 |
| Routed wl met2 | 679 µm |
| Sequential Power Share | 45.8% |
| Final setup violation count | 0 |
| Comb power frac | 20.0% |
| First-pass GRT wire length | 2.67 mm |
| Drt first-iter violations | 18 |
| DP Wirelength | 1.20 mm |
| P_int | 0.00131 W |
| WL met1 | 815 µm |
| Initial antenna violation count | 0 |
| Critical path peak fanout | 8 |
| Core Area | 3690 µm² |
| Largest net degree at the start of global routing | 17 |
| Top cell excl fill/tap | clkdlybuf4s50_1 |
| Register area | 400 µm² |
| Fill cell total of the finished layout | 379 |
| Area Overhead vs Synth | 72.2% |
| CTS sink count | 16 |
| CP Data Required Time | 1.13 ns |
| Max reg flops | 16 |
| CTS root buf | clkbuf_8 |
| Dominant logic cell types in the final layout | clkdlybuf4s50_1, dfrtp_1, buf_2, mux2_4 |
| Maximum clock path buffer count | 2 |
| Slew margin rel. | 87.9% |
| Die width | 82 µm |
| Share of post-route cells with drive strength above 1 | 56.8% |
| Min Tclk post-route | 0.976 ns |
| Global placer's final weighted congestion | 0.735 |
| Die Y | 82 µm |
| Yosys stat cell total | 35 |
| DR WL/cell | 13.2 µm |
| Crit start category | input pin |
| Crit Path Class | in2reg |
| Tool warnings | 26 |
| VDD IR-drop max | 1.15 mV |
| Largest register by flop count | dataOut |
| Row cnt | 22 |
| Fp_density | 17.7% |
| CTS tree | done |
| CTS buffer count | 3 |
[per-stage QoR]
| stage | setup slack (ns) | TNS (ns) | util (%) | power [W] |
|---|---|---|---|---|
| final | 0.0243 | 0 | 30.5 | 0.00162 |
| after floorplan | 0.138 | 0 | - | 0.000861 |
| after detailed placement | -0.360 | -5.40 | 29.2 | 0.00110 |
| after global routing | -0.00169 | -0.00169 | 30.5 | 0.00173 |
| after CTS | 0.00438 | 0 | 30.6 | 0.00167 |
| after global placement | -0.346 | -5.27 | 29.2 | 0.00110 |
[synthesized netlist by cell type]
cell type and count:
buf_12 1, buf_6 1, dfrtp_1 16, inv_1 1, mux2_2 6, mux2_4 10
[critical path, stage by stage]
cell and delay [ns]:
dlygate4sd2_1 0.29, bufbuf_16 0.31, mux2_4 0.30
[power by group through the flow]
stage / sequential, W / clock (W) / combinational [W]
final: 0.000744 / 0.000556 / 0.000324
after global routing: 0.000753 / 0.000619 / 0.000355
after CTS: 0.000744 / 0.000589 / 0.000335
[metal layers]
layer	up-vias	GRT usage, %
met5	-	0
met4	0	0
met3	0	2.97
met2	25	6.97
met1	219	7.46
li1	212	-
[cell families (layout without fill, tap and decap cells)]
kind of cell,after synthesis,in the layout,synth area share [%]
buf+inv,3,49,5.36
mux,16,16,33.3
flops,16,16,61.3
[final timing paths]
| check | slack, ns | cells after the start | start | endpoint |
|---|---|---|---|---|
| max in group asynchronous | 0.61 | 3 | rst | dataOut[13] |
| min | 0.27 | 3 | rst | dataOut[6] |
| max reg2reg | 0.12 | 2 | dataOut[9] | dataOut[9] |
| min reg2reg | 0.51 | 1 | dataOut[6] | dataOut[6] |
| min in group clk0 | 0.51 | 1 | dataOut[6] | dataOut[6] |
| max | 0.02 | 3 | ACCwrite | dataOut[8] |
[layout make-up]
type                            count  share of cell area [%]
Inverter                            1                   0.334
Timing Repair Buffer               44                    34.5
Clock buffer                        4                    4.89
Multi-Input combinational cell     16                    19.4
Sequential cell                    16                    35.6
Tap cell                           48                    5.34
[timing repair]
action	CTS	global route
cloned	1	0
gates resized	49	1
hold buffers	0	0
endpoints found under the hold margin	0	0
endpoints found under the setup margin	32	1
setup buffers	6	0
Power figures rest on the tool's default switching activity, not on a simulated workload.
