$ cat ./design.v
`timescale 1ns/1ns
module MUX13(sel, a, b, w);
  input sel;
  input[12:0] a, b;
  output[12:0] w;
  assign w = (sel == 0) ? a : b;	
endmodule
module MUX16(sel, a, b, w);
  input sel;
  input[15:0] a, b;
  output[15:0] w;
  assign w = (sel == 0) ? a : b;	
endmodule
$ cat ./run.sh
#!/bin/bash
# OpenROAD 26Q1-2900-gdf79404cd8, Yosys 0.63+post, stock flow scripts
make -C /OpenROAD-flow-scripts/flow DESIGN_CONFIG=/design/flow/config.mk WORK_HOME=/design/flow/orfs finish
$ cat ./config.mk
export PLATFORM = sky130hd
export DESIGN_NAME = MUX13
export DESIGN_NICKNAME = MUX13
export VERILOG_FILES = /design/flow/design.v
export SDC_FILE = /design/flow/constraint.sdc
export NUM_CORES = 4
export LEC_CHECK = 1
export CORE_AREA = 10 10 70 70
export DIE_AREA = 0 0 80 80
$ cat ./constraint.sdc
current_design MUX13

set clk_period 1.0
set clk_io_pct 0.2

create_clock -name clk0 -period $clk_period

set non_clock_inputs [all_inputs -no_clocks]
set_input_delay [expr $clk_period * $clk_io_pct] -clock clk0 $non_clock_inputs
set_output_delay [expr $clk_period * $clk_io_pct] -clock clk0 [all_outputs]
==> results.sh <==
# yosys + openroad results
export IMPL_yosys_area_um2=195
export IMPL_hold_path_class="in -> out"
export IMPL_mux_share_pct=94.2
export IMPL_die_width_um=80
export IMPL_synth_xor_xnor_area_share_pct=0
export IMPL_grt_setup_unrepaired="true"
export IMPL_grt_max_degree=8
export IMPL_tool_warnings=34
export IMPL_total_power_w=0.000248
export IMPL_yosysWarnings=0
export IMPL_syn_avg_cell_area_um2=13.9
export IMPL_final_layout_size_suffix_gt1_share_pct=52.7
export IMPL_final_cells=101
export IMPL_grt_total_usage_pct=3.88
export IMPL_wl_um=1310
export IMPL_finalCritPeriodShare_pct=106
export IMPL_vias=283
export IMPL_startpoint="sel"
export IMPL_synth_stat_cells=14
export IMPL_violations="negative setup slack"
export IMPL_tightest_slew_ns=0.0882
export IMPL_postCtsSetupBuffers=0
export IMPL_io_pins=40
export IMPL_relSlewSlack_pct=94.1
export IMPL_rows=21
export IMPL_syn_area_um2=195
export IMPL_wl_per_cell_um=13.0
export IMPL_drc=0
export IMPL_dp_hpwl_um=1210
export IMPL_die_height_um=80
export IMPL_worst_setup_path_end_kind="primary output"
export IMPL_grt_overflow=0
export IMPL_finalWorstSetupSlack_ns=-0.0555
export IMPL_ys_sh_adder_pct=0
export IMPL_nFillCells=392
export IMPL_antenna_found_initial=0
export IMPL_critical_path_max_fanout=7
export IMPL_dr_pass1_iters=2
export IMPL_fmax_mhz=947
export IMPL_peakVddDrop_v=0.000148
export IMPL_drt_iter0_drc=1
export IMPL_grt_pass1_wl_um=1930
export IMPL_die_area_mm2=0.00640
export IMPL_layout_clock_buffers=0
export IMPL_worstPathArrival_ns=0.86
export IMPL_seqCellArea_um2=0
export IMPL_finalSetupViolations=13
export IMPL_fp_coreArea_mm2=0.00342
export IMPL_antennaDiodeCount=0
export IMPL_critPathLaunchType="primary input"
export IMPL_worstSetupPathType="in -> out"
export IMPL_p_per_area_mw_per_mm2=377
export IMPL_ys_seq_share_pct=0
export IMPL_synth_cell_type_count=3
export IMPL_gp_congestion=0.732
export IMPL_drv_cap=0
export IMPL_status="finished, violations left"
export IMPL_simple_gate_area_share_pct=0
export IMPL_io_buffers=40
export IMPL_cp_endpoint="w[9]"
export IMPL_area_growth_pct=237
export IMPL_drv_slew=0
export IMPL_fp_util_pct=5.71
export IMPL_vias_per_cell=2.80
export IMPL_seq_cells=0
export IMPL_logic_family="multiplexers"
export IMPL_grt_pass1_vias=345
export IMPL_synth_cells=14
export IMPL_hold_viol=0
export IMPL_antenna_left=0
export IMPL_aoi_share_pct=0
export IMPL_cp_data_required_time_ns=0.80
export IMPL_post_route_util_pct=19.3
export IMPL_place_inst=100
export IMPL_p_leak_nw=0.341
export IMPL_period_needed_ns=1.06
## repair_timing
action | in CTS | in global routing
hold buffers | 0 | 0
resized | 84 | 3
setup endpoints to repair | 13 | 13
gates cloned | 1 | 0
pin swaps | 0 | 0
## critical path, stage by stage
cell    delay [ns]
buf_8         0.11
buf_12        0.13
mux2_4        0.30
buf_6         0.11
## cell type report
type               count  area (um2)  area share, %
multi-input cells     13         195           29.7
repair buffers        42         405           61.6
well taps             46        57.6           8.75
## worst min-delay path by stage
stage,start,to,slack (ns),depth (start not counted)
CTS,a[5],w[5],0.80,3
global route,a[5],w[5],0.82,3
finish,a[5],w[5],0.79,3
## layout by cell type, fill, tap and decap left out, drive strengths merged
master / n
buf: 16
dlygate4sd2: 26
mux2: 13
## cells by family after synthesis
family and after synthesis:
mux 13, buf+inv 1
## stage by stage
step                TNS [ns]  worst slack (ns)  instance area [um2]  hold slack (ns)
detailed placement    -10.49            -0.839                  662             1.44
finish                -0.587           -0.0555                  658            0.794
floorplan                  0             0.172                  195            0.498
global route          -0.798           -0.0687                  658            0.818
CTS                   -0.672           -0.0641                  639            0.799
global placement      -10.41            -0.826                  662             1.44
## cell usage after synthesis
cell type | count | area (um2)
mux2_4 | 10 | 150
mux2_2 | 3 | 33.8
buf_6 | 1 | 11.3
## report_power, final
group | internal (W) | leakage [nW] | switching, W
Combinational | 0.000189 | 0.341 | 0.0000591
Sequential | 0 | 0 | 0
Clock | 0 | 0 | 0
## routing by layer
layer / global-route usage [%] / share of wire, %
met1: 6.46 / 59
met2: 3.93 / 24
met3: 2.39 / 17
met4: 0 / 0
met5: 0 / 0
No activity file was given, so power comes from the tool's default toggle rates.
